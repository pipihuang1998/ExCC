==> /design/flow/design.v <==
`timescale 1ns / 1ps
module Adder(
    input Ai,
    input Bi,
    input Ci,
    output F);
	xor U1(F,Ai,Bi,Ci);
endmodule
`timescale 1ns / 1ps
module CLAA(X,Y,C0,F,C4);
		input  [3:0]X,Y;
		input C0;
		output [3:0]F;
		output C4;
		wire [3:1]C;
		carry C1(X,Y,C0,{C4,C});
		Adder A0(X[0],Y[0],C0,F[0]);
		Adder A1(X[1],Y[1],C[1],F[1]);
		Adder A2(X[2],Y[2],C[2],F[2]);
		Adder A3(X[3],Y[3],C[3],F[3]);
endmodule
`timescale 1ns / 1ps
module carry(X,Y,C0,C);
		input  [3:0]X,Y;
		input C0;
		output [4:1]C;
		wire  [3:0]G,P;
		and A0(G[0],X[0],Y[0]),
			 A1(G[1],X[1],Y[1]),
			 A2(G[2],X[2],Y[2]),
			 A3(G[3],X[3],Y[3]);
		or O0(P[0],X[0],Y[0]),
			O1(P[1],X[1],Y[1]),
			O2(P[2],X[2],Y[2]),
			O3(P[3],X[3],Y[3]);
		assign C[1]=G[0]|(P[0]&C0),
				 C[2]=G[1]|(P[1]&G[0])|(P[1]&P[0]&C0),
		       C[3]=G[2]|(P[2]&G[1])|(P[2]&P[1]&G[0])|(P[2]&P[1]&P[0]&C0),
	          C[4]=G[3]|(P[3]&G[2])|(P[3]&P[2]&G[1])|(P[3]&P[2]&P[1]&G[0])|(P[3]&P[2]&P[1]&P[0]&C0);
endmodule
==> /design/flow/run.sh <==
#!/bin/bash
# OpenROAD 26Q1-2900-gdf79404cd8, Yosys 0.63+post, stock flow scripts
make -C /OpenROAD-flow-scripts/flow DESIGN_CONFIG=/design/flow/config.mk WORK_HOME=/design/flow/orfs finish
==> /design/flow/config.mk <==
export PLATFORM = sky130hd
export DESIGN_NAME = CLAA
export DESIGN_NICKNAME = CLAA
export VERILOG_FILES = /design/flow/design.v
export SDC_FILE = /design/flow/constraint.sdc
export NUM_CORES = 4
export LEC_CHECK = 1
export CORE_AREA = 10 10 70 70
export DIE_AREA = 0 0 80 80
==> /design/flow/constraint.sdc <==
current_design CLAA

set clk_period 2.7
set clk_io_pct 0.2

create_clock -name clk0 -period $clk_period

set non_clock_inputs [all_inputs -no_clocks]
set_input_delay [expr $clk_period * $clk_io_pct] -clock clk0 $non_clock_inputs
set_output_delay [expr $clk_period * $clk_io_pct] -clock clk0 [all_outputs]
==> flow_metrics.tcl <==
# flow metrics
set metrics [dict create \
    post-dp-hpwl_um 683.7 \
    drt-pass1-iter-count 2 \
    top_cell_area_share 0.3361 \
    worstMarginPinSlew_ns 0.2725 \
    worstSetupStartpointType "input port" \
    crit_path_end_kind "primary output" \
    mi_logic_area_um2 239.0 \
    drt_wl_total_um 742 \
    yosys_area_um2 297.8 \
    seq_cells 0 \
    ys_seq_frac 0 \
    fin_util 0.1549 \
    drt-initial-drc-count 6 \
    simple_gate_share 0.1807 \
    die_height_um 80 \
    antenna_found_initial 0 \
    cap_viol_max_count 0 \
    synth.distinct_cells 15 \
    grt_pass1_vias 275 \
    drive_gt1_frac 0.2373 \
    nClkBuffers 0 \
    max_stage_delay_ns 0.49 \
    wire_per_inst_um 7.067 \
    gp_congestion 0.6951 \
    criticalPathCategory "in2out" \
    top_cells_by_count "inv_1 (10), ha_1 (8), buf_4 (4)" \
    area_leaders "ha_1 (34%), inv_1 (13%), buf_4 (10%)" \
    irDropWorstVdd_mv 0.01887 \
    mux_area_frac 0 \
    ys_warn_count 0 \
    cp-endpoint "F[1]" \
    syn_area_per_cell_um2 7.445 \
    core_area_um2 3416 \
    status "finished, final reports clean" \
    ff_latch_area_um2 0 \
    yosysTopAreaCell "ha_1" \
    via_count 288 \
    drc 0 \
    hold_path.class "in2out" \
    grt_first_pass_wirelength_mm 1.138 \
    crit_path_top_delay_cell "clkdlybuf4s50_1" \
    floorplan.core_util 0.08718 \
    critPathMaxFanout 2 \
    fp.dieW_um 80 \
    worst_slack_ns 0.1044 \
    ys_cells 40 \
    power_density_nw_per_um2 149.7 \
    post-synth-top-count-cell "inv_1" \
    port-buffer-count 14 \
    syn_inst 40 \
    netlist_area_um2 297.8 \
    ant_nets 0 \
    path_cells "clkdlybuf4s50_1 > inv_1 > fa_2 > xnor2_1 > clkdlybuf4s50_1" \
    rows 21 \
    rsz0062_at_grt "false" \
    grt_max_degree 5 \
    max_freq_ghz 0.3853 \
    via_per_inst 2.743 \
    areaGrowthSynthToFinish_pct 77.73 \
    logic_family "adder cells" \
    ys_sh_adder 0.4034 \
    power_leakage_nw 0.2719 \
    finalMaxSlewViolations 0 \
    xor_area_frac 0.05882 \
    warnings 37 \
    overflow 0 \
    cp.arrival_ns 2.06 \
    grt_use_total 0.02171 \
    chipArea_um2 6400 \
    maxSlewHeadroom 0.8180 \
    synthAoiAreaFrac 0.1303 \
    hold_viol 0 \
    dp_slack_ns -0.3973 \
    fillerInstances 393 \
    cp-startpoint "C0" \
    required_ns 2.16 \
    ios 14 \
    setup_violations 0 \
    cp_common_cell "clkdlybuf4s50_1" \
    timing.final.crit_share 0.9613 \
    period_minus_slack_ns 2.596 \
    num_antenna_cells 0 \
]
-- report_power, final --
part / internal [mW] / switching (mW)
Combinational: 0.0512 / 0.0281
Clock: 0 / 0
Sequential: 0 / 0
Total: 0.0512 / 0.0281
-- metal layers --
layer / part of all wire / wire length (um) / GRT usage
met1: 0.40 / 300 / 0.02244
met2: 0.49 / 364 / 0.04093
met3: 0.11 / 78 / 0.01023
met4: 0 / 0 / 0
met5: 0 / 0 / 0
-- cells by family after synthesis --
logic type | after synthesis
and+or+nand+nor | 10
xor gates and xnor gates | 2
adders and majority gates | 9
AOI/OAI and AO/OA | 5
buffers and inverters | 14
-- area by class of cell --
type / count / area share
inverter: 10 / 0.07092
tap: 46 / 0.1087
timing repair buffer: 23 / 0.3688
multi-input combinational: 26 / 0.4515
-- per-stage QoR --
step                      total power [mW]  instance area (um^2)  setup TNS, ns  instances  hold slack (ns)
after floorplan                    0.04474                 297.8              0         40            1.315
after global placement             0.08487                 525.5         -1.055        104            2.149
after detailed placement           0.08560                 525.5         -1.066        104            2.156
after global routing               0.09127                 529.3              0        105            1.807
after CTS                          0.08159                 526.8              0        105            1.746
final                              0.07924                 529.3              0        105            1.734
-- cell usage in the layout, fill, tap and decap left out --
| master | Yosys | routed |
|---|---|---|
| buf_2 | 0 | 1 |
| ha_1 | 8 | 7 |
| dlygate4sd2_1 | 0 | 6 |
| clkdlybuf4s50_1 | 0 | 7 |
| o21ai_0 | 1 | 1 |
| or2b_1 | 2 | 2 |
| fa_2 | 0 | 1 |
| inv_1 | 10 | 10 |
| buf_4 | 4 | 9 |
| a211o_1 | 1 | 1 |
| ha_2 | 0 | 1 |
| xnor2_1 | 1 | 1 |
| a21oi_2 | 0 | 1 |
| a21oi_1 | 2 | 1 |
| xor2_1 | 1 | 1 |
| nor2_1 | 3 | 3 |
| nand2_1 | 2 | 2 |
| nor2b_1 | 2 | 2 |
| nor3b_1 | 1 | 1 |
| a221oi_2 | 1 | 1 |
-- repair_timing --
| action | CTS | global route |
|---|---|---|
| resized | 11 | 1 |
| hold buffers | 0 | 0 |
| pin swaps | 2 | 2 |
| setup endpoints to repair | 5 | 2 |
| setup buffers | 1 | 0 |
-- critical path, delay by kind of cell --
kind                       cells  cell delay, ns
buffers and inverters          3            1.02
xor gates and xnor gates       1            0.16
adders and majority gates      1            0.33
-- how the worst min path moves through the flow --
| stage | endpoint | cells past startpoint | slack, ns | from |
|---|---|---|---|---|
| 6_report | F[3] | 5 | 1.73 | X[0] |
| 5_1_grt | F[3] | 5 | 1.81 | X[0] |
| 4_1_cts | F[3] | 5 | 1.75 | X[0] |
Power and IR drop assume default switching activity.
