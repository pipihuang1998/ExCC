==> design/flow/design.v <==
`timescale 1ns / 1ps
module regs(R_Addr_A,R_Addr_B,R_Data_A,R_Data_B,CLK,Reset,Write_Reg,W_Addr,W_Data );
	 input [4:0] R_Addr_A,R_Addr_B,W_Addr;
	 input CLK,Reset,Write_Reg;
	 output [31:0]R_Data_A,R_Data_B;
	 input [31:0]W_Data;
	 reg [31:0]REG_Files[0:31];
	 integer i;
	 initial 
	 begin
			for (i = 0; i < 32; i = i + 1) 
			REG_Files[i] = 0;
	 end
	 assign R_Data_A=REG_Files[R_Addr_A];
	 assign R_Data_B=REG_Files[R_Addr_B];
	 always@(negedge CLK or posedge Reset)
	 begin
		if(Reset)
		begin 
			for(i=0;i<32;i=i+1)
			REG_Files[i]<=32'b0;
		end
		else
		begin
		#5;
			if(Write_Reg)
				REG_Files[W_Addr]<=W_Data;
		end
	 end
endmodule
`timescale 1ns / 1ps
module top(Addr,Write_Reg,choose,CLK,Reset,A_B,LED);
	input [4:0]Addr;
	input Write_Reg,CLK,Reset,A_B;
	input [1:0]choose;
	output reg [7:0]LED;
	wire [31:0]R_Data_A,R_Data_B;
	reg [31:0] W_Data;
	reg [4:0]R_Addr_A,R_Addr_B;
	regs REG1(R_Addr_A,R_Addr_B,R_Data_A,R_Data_B,CLK,Reset,Write_Reg,Addr,W_Data );
	always@(*)
	begin
		R_Addr_A = 0;
		R_Addr_B = 0;
		W_Data = 0;
		LED = 0;
		if(!Write_Reg)
		begin
			if(A_B)
			begin 
				R_Addr_A=Addr;
				case(choose)
					2'b00:LED=R_Data_A[7:0];
					2'b01:LED=R_Data_A[15:8];
					2'b10:LED=R_Data_A[23:16];
					2'b11:LED=R_Data_A[31:24];
					default:LED=8'b0;
				endcase
			end		
			else
			begin 
				R_Addr_B=Addr;
				case(choose)
					2'b00:LED=R_Data_B[7:0];
					2'b01:LED=R_Data_B[15:8];
					2'b10:LED=R_Data_B[23:16];
					2'b11:LED=R_Data_B[31:24];
					default:LED=8'b0;
				endcase
			end
		end
		else 
		begin 
			case(choose)
				2'b00:W_Data=32'h0000_000F;
				2'b01:W_Data=32'h0000_0DB0;
				2'b10:W_Data=32'h003C_C381;
				2'b11:W_Data=32'hFFFF_FFFF;
				default:W_Data=32'h0;
			endcase
		end
	end
endmodule
==> design/flow/run.sh <==
#!/bin/bash
# OpenROAD 26Q1-2900-gdf79404cd8, Yosys 0.63+post, stock flow scripts
make -C /OpenROAD-flow-scripts/flow DESIGN_CONFIG=/design/flow/config.mk WORK_HOME=/design/flow/orfs finish
==> design/flow/config.mk <==
export PLATFORM = sky130hd
export DESIGN_NAME = top
export DESIGN_NICKNAME = top
export VERILOG_FILES = /design/flow/design.v
export SDC_FILE = /design/flow/constraint.sdc
export NUM_CORES = 4
export LEC_CHECK = 1
export CORE_UTILIZATION = 30
==> design/flow/constraint.sdc <==
current_design top

set clk_period 4.8
set clk_io_pct 0.2

create_clock -name clk0 -period $clk_period [get_ports {CLK}]

set non_clock_inputs [all_inputs -no_clocks]
set_input_delay [expr $clk_period * $clk_io_pct] -clock clk0 $non_clock_inputs
set_output_delay [expr $clk_period * $clk_io_pct] -clock clk0 [all_outputs]
==> results.py <==
# Generated from Yosys and OpenROAD reports
metrics = {
    "logic_synthesis": {
        "postSynth.topFlopCell": "dfrtn_1",
        "synthDominantAreaCellType": "dfrtn_1",
        "ys_area_mm2": 0.01041,
        "yosysSeqAreaShare": 0.4616,
        "syn_area_per_cell_um2": 9.269,
        "topCellsByArea": "dfrtn_1, o21ai_0, mux2_2",
        "asyncSetResetFlopFracSynth": 1.000,
        "synth_dominant_cell_count": "dfrtn_1",
        "ys_top_cells_by_count": "dfrtn_1, nand2_1, o21ai_0",
        "synth_warnings": 3,
        "synth-edff-count": 0,
        "synthesized_flop_and_latch_total": 192,
        "synth_area_mm2": 0.01041,
        "total_cells_reported_by_yosys_after_synthesis": 1123,
        "cell_count_after_synthesis": 1123,
        "synthDistinctLibCells": 81,
        "area_leader_share": 0.4616,
    },
    "critical_path": {
        "cp.depth": 9,
        "critical_path.n_buffers_inverters": 2,
        "setup.reg_to_reg.worst_slack_ns": 3.83,
        "cp-start-kind": "flop",
        "rr_worst_depth": 2,
        "reg2reg_to": "REG1.REG_Files[27][30]$_DFFE_NP0P_",
        "timing.critical_path.from": "REG1.REG_Files[27][30]$_DFFE_NP0P_",
        "worst-path-max-fanout": 2,
        "worst_path_max_delay_cell": "dfrtn_1",
        "critical_register_to_register_path_startpoint": "REG1.REG_Files[27][30]$_DFFE_NP0P_",
        "slowest_delay_ns": 0.39,
        "required_arrival_time_at_the_worst_endpoint_ns": 3.84,
        "crit_path_frequent_cell": "a211oi_2",
        "worst_path_arrival_time_ns": 5.00,
        "critPathCaptureType": "primary output",
        "critical_path.endpoint": "LED[6]",
        "worstSetupPathType": "reg -> out",
        "kind_of_cell_adding_the_most_delay_to_the_critical_path": "AND-OR/OR-AND gates",
        "crit_chain": "mux2_2 -> a32oi_1 -> nand4_1 -> a211oi_2 -> a211oi_2 -> a311oi_2 -> buf_4 -> a2111oi_2 -> buf_2",
    },
    "run": {
        "cap_viol_max_count": 0,
        "warnings": 32,
    },
    "status": {
        "violations": "setup timing",
        "outcome": "complete, but fails checks",
    },
    "final_timing": {
        "clock-skew-final_ns": 0,
        "setup_viol": 8,
        "setup_tns_ns": -8.893,
        "timing_max_transition_violations_final": 0,
        "timing.max_slew.rel_slack": 0.5868,
        "tightestPinTransition_ns": 0.6198,
        "post-route-worst-setup-slack_ns": -1.161,
        "grt_setup_unrepaired": "yes",
        "final_hold_violation_count": 0,
    },
    "clock_tree": {
        "cts-hold-fix-buffers": 0,
        "h-tree-depth": 4,
        "clock_insertion_delay_worst_skew_ns": 0.42,
        "cts_tree": "yes",
        "cts.sinks": 192,
        "cts_buffers": 17,
        "root_buffer_cell": "clkbuf_16",
        "cts.clk_slew.worst_paths_ns": 0.06,
        "cts_buffer_depth": 2,
    },
    "floorplan": {
        "die-width_um": 188.3,
        "die_h_um": 188.3,
        "placeableCoreArea_mm2": 0.03387,
        "core.rowCount": 67,
        "fp_util": 0.3073,
        "die_area_mm2": 0.03545,
        "design.portCount": 19,
    },
    "hold_path": {
        "min_path_type": "reg -> reg",
        "hold-path-cell-count": 2,
    },
    "route": {
        "drt-initial-drc-count": 752,
        "routedWlPerCell_um": 24.03,
        "detail_route.drc_violations": 0,
        "wirelength_mm": 43.23,
        "antenna_violating_nets_post_route": 0,
        "routed-via-count": 9842,
        "firstDrtPassIters": 5,
        "viasPerCell": 5.471,
    },
    "cells_and_area": {
        "largest_register": "REG1.REG_Files",
        "largest_register_ffs": 192,
        "layout-drive-gt1-share": 0.3504,
        "registers_with_the_highest_flip_flop_counts": "REG1.REG_Files (192)",
        "area_growth_syn_to_layout_pct": 35.14,
    },
    "place": {
        "portBuffers": 18,
        "gp_congestion": 1.041,
        "pre_cts_slack_ns": -1.066,
        "hpwl_mm": 33.22,
    },
    "global_route": {
        "antenna_found_initial": 1,
        "maximum_number_of_pins_on_one_net_before_global_route_repair": 50,
        "grt_pass1_vias": 9621,
        "grt_first_pass_wirelength_mm": 64.80,
        "grtUsageTotal": 0.2578,
        "grt.overflow.total": 0,
    },
    "power_and_ir_drop": {
        "peakVddDrop_v": 0.0002947,
        "leakage_nw": 6.262,
        "power.density_mw_per_mm2": 342.5,
    },
}
==> kinds of logic (layout without fill, tap and decap cells) <==
family,Yosys count,count (layout),synth area share
AND-OR/OR-AND,346,346,0.2080
adder cells (fa/ha/maj),5,5,0.006010
buffers and inverters,113,340,0.05421
flip-flops,192,192,0.4616
multiplexers,67,67,0.07285
other,0,1,0
AND/OR/NAND/NOR,400,400,0.1974
==> final cells by class <==
type | count | area, um2
tap | 448 | 560.5
sequential | 192 | 4805
clock inverter | 15 | 216.5
inverter | 13 | 55.05
timing repair buffer | 295 | 2431
clock buffer | 17 | 425.4
antenna | 1 | 2.502
fill | 3275 | 19800
multi-input combinational | 818 | 5570
==> power breakdown <==
| part | total, mW | leakage [nW] | switching (mW) | internal (mW) |
|---|---|---|---|---|
| clock network | 1.55 | 0.311 | 0.743 | 0.809 |
| registers | 2.18 | 2.45 | 0.214 | 1.96 |
| logic | 1.09 | 3.50 | 0.590 | 0.498 |
==> placed cells by master, fill, tap and decap left out, types with 5 or more instances in the layout <==
| cell | instances |
|---|---|
| a21oi_1 | 71 |
| a21oi_2 | 5 |
| a221oi_2 | 5 |
| a22oi_1 | 29 |
| a311oi_2 | 5 |
| a31oi_1 | 9 |
| a32oi_1 | 9 |
| and2_1 | 6 |
| and3_1 | 10 |
| and3b_1 | 11 |
| and4b_1 | 9 |
| buf_12 | 18 |
| buf_2 | 10 |
| buf_4 | 259 |
| clkbuf_16 | 17 |
| clkdlybuf4s50_1 | 5 |
| dfrtn_1 | 192 |
| inv_1 | 11 |
| mux2_2 | 51 |
| mux2_4 | 9 |
| mux2i_1 | 6 |
| nand2_1 | 165 |
| nand2b_1 | 5 |
| nand3_1 | 27 |
| nand4_1 | 9 |
| nor2_1 | 69 |
| nor2_4 | 9 |
| nor2b_1 | 7 |
| nor3_1 | 12 |
| nor3b_1 | 7 |
| nor4bb_1 | 5 |
| o211ai_1 | 9 |
| o21ai_0 | 126 |
| o21ai_1 | 6 |
| o21ai_2 | 6 |
| o22ai_1 | 8 |
==> worst register-to-register path: cells and delay by family, from the launching register on <==
family,cells,cell delay (ns)
buffers and inverters,1,0.18
muxes,1,0.25
DFF,1,0.39
==> worst min-delay path by stage <==
stage | start | end | slack [ns]
5_1_grt | REG1.REG_Files[26][0]$_DFFE_NP0P_ | REG1.REG_Files[26][0]$_DFFE_NP0P_ | 0.44
6_report | REG1.REG_Files[16][3]$_DFFE_NP0P_ | REG1.REG_Files[16][3]$_DFFE_NP0P_ | 0.42
4_1_cts | REG1.REG_Files[3][8]$_DFFE_NP0P_ | REG1.REG_Files[3][8]$_DFFE_NP0P_ | 0.42
==> layer usage <==
| layer | GRT usage | vias to the layer above | part of all wire |
|---|---|---|---|
| met1 | 0.3819 | 4856 | 0.44 |
| met3 | 0.06902 | 80 | 0.083 |
| li1 | - | 4523 | - |
| met5 | 0 | - | 0 |
| met2 | 0.3784 | 383 | 0.44 |
| met4 | 0.07286 | 0 | 0.036 |
==> metrics by stage <==
| stage | hold WS [ns] | utilization | power, mW | instances | cell area, um2 |
|---|---|---|---|---|---|
| after floorplan | 0.4018 | - | 2.707 | 1123 | 10680 |
| after global placement | 0.4148 | 0.3860 | 3.206 | 1760 | 13070 |
| after detailed placement | 0.4241 | 0.3860 | 3.224 | 1760 | 13070 |
| after CTS | 0.4243 | 0.4080 | 4.797 | 1795 | 13820 |
| after global routing | 0.4449 | 0.4153 | 5.029 | 1798 | 14060 |
| final | 0.4214 | 0.4153 | 4.817 | 1799 | 14070 |
==> what timing repair did <==
item / CTS / global route
resized: 42 / 39
setup endpoints to repair: 15 / 9
pin swaps: 27 / 25
buffers inserted: 5 / 5
hold endpoints to repair: 0 / 0
Power and IR drop assume default switching activity.
