**/design/flow/run.sh**
```bash
#!/bin/bash
# OpenROAD 26Q1-2900-gdf79404cd8, Yosys 0.63+post, stock flow scripts
make -C /OpenROAD-flow-scripts/flow DESIGN_CONFIG=/design/flow/config.mk WORK_HOME=/design/flow/orfs finish
```
**/design/flow/config.mk**
```make
export PLATFORM = sky130hd
export DESIGN_NAME = ALU
export DESIGN_NICKNAME = ALU
export VERILOG_FILES = /design/flow/design.v
export SDC_FILE = /design/flow/constraint.sdc
export NUM_CORES = 4
export LEC_CHECK = 1
export CORE_UTILIZATION = 40
```
**/design/flow/constraint.sdc**
```tcl
current_design ALU

set clk_period 25.6
set clk_io_pct 0.2

create_clock -name clk0 -period $clk_period

set non_clock_inputs [all_inputs -no_clocks]
set_input_delay [expr $clk_period * $clk_io_pct] -clock clk0 $non_clock_inputs
set_output_delay [expr $clk_period * $clk_io_pct] -clock clk0 [all_outputs]
```
**/design/flow/design.v**
```verilog
`timescale 1ns / 1ps
module ALU(ALU_OP,A,B,F,ZF,OF);
	input [2:0] ALU_OP;
	input [31:0]A,B;
	output reg [31:0]F;
	output reg OF;
	output reg ZF;
	reg _C32;
	always @(*)
	begin
		case(ALU_OP)
			3'b000:begin F=A&B; OF=1'b0; end
			3'b001:begin F=A|B; OF=1'b0; end
			3'b010:begin F=A^B; OF=1'b0; end
			3'b011:begin F=~(A|B); OF=1'b0;end
			3'b100:begin {OF,F}=A+B;end
			3'b101:begin {_C32,F}={1'b1,A}-{1'b0,B};OF=A[31]^B[31]^F[31]^(~_C32);end
			3'b110:begin if(A<B)F=32'b1;else F=32'b0; OF=1'b0; end
			3'b111:begin F=B<<A;OF=1'b0; end
			default:begin F=32'b0;OF=1'b0;end
	endcase
	end
	always @(*)
	begin
		if(F==32'b0)
			ZF=1'b1;
		else
			ZF=1'b0;
	end
endmodule
```
==> Slide: Implementation Results <==
Run Summary

Critical path
  • Worst EP arrival: 10.98 ns
  • Crit start category: input port
  • Largest fanout on the critical path: 20
  • CP Class: input port to output port
  • CP startpoint: A[4]
  • CP required: 20.48 ns
  • CP endpoint kind: output port

Power and ir drop
  • Sequential share of power: 0%
  • Net Sw Frac: 59.92%
  • P_int: 0.08867 mW
  • Sw power: 0.1326 mW
  • Comb pwr share: 100.0%
  • Static Leak: 3.903 nW
  • Worst vdd ir: 0.01492 mV
  • Clock power share: 0%
  • PwrDens: 23.66 nW/um^2

Timing
  • Worst slew margin: 33.71%
  • Final Hold Vio Count: 0
  • Fin crit period: 16.10 ns
  • Worst-Margin Slew: 0.9853 ns
  • Max Fclk: 0.06213 GHz
  • Final period utilization: 62.87%
  • Final worst setup slack: 9.505 ns
  • Final Max Tran Viols: 0
  • RSZ-0062 raised after global routing: false
  • Setup-failing EPs final: 0
  • Setup TNS: 0 ns

Cells and area
  • Filler Cell Count: 2,133
  • Most frequent cells in the layout: ha_1, nor2_1, nand2_1, clkdlybuf4s50_1, inv_1
  • Comb gate area: 7505 sq um
  • Most used logic cell in the final layout: ha_1
  • Sequential cell area: 0 sq um
  • Registers: 0
  • Core Util, Final: 46.22%
  • Non-filler cells, final: 1,499
  • Layout clock buffer count: 0
  • P&R area growth vs syn: 13.41%
  • Layout cells sized above 1: 7.974%

Placement
  • Dpl cells: 1,499
  • Pre-CTS worst setup slack: 9.686 ns
  • Placer Congestion: 1.038
  • Placed wire-length estimate: 30,600 um
  • Port Buffer Count: 101

Die
  • Core utilization at floorplan: 40.76%
  • Die height: 145.6 um
  • Row count: 52
  • Core ar.: 20,230 sq um
  • Die Span X: 145.6 um
  • Full die area: 21,200 sq um
  • IO Count: 101

Yosys
  • Cell area leaders: ha_1, mux2i_1, mux4_2
  • Post-Syn Instances: 1,193
  • Unique cell types: 94
  • FA/HA/MAJ Cells, Area Fraction: 16.57%
  • Area of the mapped netlist: 8247 sq um
  • Synth mux share: 15.85%
  • Simple-Gate Fraction of Synth Area: 23.77%
  • Synth Seq Share: 0%
  • Avg Cell Area, Syn: 6.913 sq um
  • # Cells Yosys: 1,193
  • Top comb family, area: AND-OR/OR-AND gates
  • Yosys stat area: 8247 sq um
  • Largest type area fraction: 16.08%
  • Xor+xnor area frac: 2.124%
  • Dominant cell type by area after synthesis: ha_1
  • Yosys warns: 1
  • Post-Synth AOI/OAI Area: 32.61%

Clock tree
  • CTS Hold Bufs: 0
  • Post-CTS setup buffers: 0
  • Resized cells post-CTS: 0

Drt
  • Drt pass-1 iters: 5
  • Residual DRC: 0
  • Vias: 9,838
  • Final wirelength: 38,360 um
  • Wire per inst: 25.59 um
  • Remaining antenna violation count: 0
  • # diodes: 0
  • DR vias/cell: 6.563
  • Drt initial violations: 1,017

Global route
  • Largest net degree at the start of global routing: 48
  • Vias in the first global route: 9,196
  • GRT Residual Overflow: 0
  • Overall routing resource usage: 36.27%
  • First-pass GRT wire length: 57,350 um
  • Initial antenna violation count: 1

Hold path
  • Hold Path Stages: 4
  • Hold path start: ALU_OP[1]
  • HP Class: input port to output port
  • WHS Endpoint: F[0]

Flow run
  • Max cap viols: 0
  • Log Warnings: 106

Status
  • Status: finished, final reports clean
==> worst max path at each step <==
stage,to,cells past startpoint
after CTS,ZF,15
after global routing,ZF,15
final,ZF,15
==> per-layer routing <==
metal  vias up  GRT usage (%)  wire (um)
met3        73          9.312       4040
met1      4666          51.29      16450
li1       4557              -          -
met5         -              0         13
met4         2          11.00       1336
met2       540          54.40      16520
==> power by group through the flow <==
stage     combinational, mW  clock, mW  sequential [mW]
4_1_cts               0.215          0                0
5_1_grt               0.236          0                0
6_report              0.221          0                0
==> cells by family (layout without fill, tap and decap cells) <==
family / count (synthesis) / after routing
and+or+nand+nor: 396 / 396
AOI/OAI and AO/OA: 386 / 386
buffers and inverters: 182 / 218
adders and majority gates: 108 / 108
muxes: 101 / 101
xor gates and xnor gates: 20 / 20
==> worst max-delay path, stage by stage <==
cell,delay [ns]
clkdlybuf4s50_1,0.95
inv_1,0.31
ha_1,0.60
nor2_1,0.09
a221oi_1,0.50
nand2_1,0.16
xor2_1,0.16
o22ai_1,0.10
o22a_1,0.23
or4b_1,0.60
or4_1,0.49
nor4b_1,0.59
nand3_1,0.27
nor4_2,0.30
clkdlybuf4s50_1,0.50
==> final cells by class <==
class | instances | area share (%)
tap | 270 | 3.612
timing repair buffer | 123 | 12.31
multi-input combinational | 1011 | 80.24
inverter | 95 | 3.839
==> metrics by stage <==
| step | hold WS [ns] | instance area [sq um] | total power, mW |
|---|---|---|---|
| 2_1_floorplan | 10.39 | 8247 | 0.1338 |
| 3_3_place_gp | 11.27 | 9353 | 0.2162 |
| 3_5_place_dp | 11.23 | 9353 | 0.2142 |
| 4_1_cts | 11.23 | 9353 | 0.2154 |
| 5_1_grt | 11.27 | 9353 | 0.2359 |
| 6_report | 11.25 | 9353 | 0.2212 |
==> synth_stat cells, types with 8 or more instances <==
library cell    n
ha_1          106
nand2_1       104
nor2_1        104
inv_1          90
a21oi_1        89
o21ai_0        63
mux2i_1        56
clkbuf_1       44
nor3_1         35
buf_2          32
nand3_1        29
mux2_2         22
mux4_2         21
o211ai_1       21
a211oi_1       18
a221oi_1       18
nor4_1         17
nor2b_1        16
xnor2_1        15
or3_1          13
a31oi_1        12
and3_1         12
nand2b_1       12
o21a_1         12
o31ai_1        12
a21o_1         11
nand4_1        11
o22ai_1        10
a211o_1         9
o21bai_1        9
o22a_1          9
a2111oi_0       8
buf_1           8
or4_1           8
Power figures rest on the tool's default switching activity, not on a simulated workload.
